$ cat flow/config.mk
export PLATFORM = sky130hd
export DESIGN_NAME = frequency_divid
export DESIGN_NICKNAME = frequency_divid
export VERILOG_FILES = /design/flow/design.v
export SDC_FILE = /design/flow/constraint.sdc
export NUM_CORES = 4
export LEC_CHECK = 1
export CORE_UTILIZATION = 30
$ cat flow/constraint.sdc
current_design frequency_divid

set clk_period 5.7
set clk_io_pct 0.2

create_clock -name clk0 -period $clk_period [get_ports {clk}]

set non_clock_inputs [all_inputs -no_clocks]
set_input_delay [expr $clk_period * $clk_io_pct] -clock clk0 $non_clock_inputs
set_output_delay [expr $clk_period * $clk_io_pct] -clock clk0 [all_outputs]
$ cat flow/design.v
`timescale 1ns / 1ps
module frequency_divid(
input clk,reset,
output reg clk_1hz , clk_out
    );
    reg[31:0] counter1 , counter2;
    always@(posedge clk or posedge reset) begin
        if(reset) begin 
            counter1 <=0;
            clk_1hz<=0;
            end
        else if(counter == 49999999)begin 
              counter1<=0;
              clk_1hz=~clk_1hz;
              end
         else 
            counter1 <= counter1 + 1;
      end         
      always@(posedge clk or posedge reset)begin 
      	if(reset)begin 
      	       counter2 <=0;	      
		clk_out <=0;
		end 
		else if (counter2 == 49999)begin 
			counter2 <=0;
			clk_out = ~clk_out;
		end 
		else 
			counter2 <= counter2 + 1;
	end				            
endmodule
$ cat flow/run.sh
#!/bin/bash
# OpenROAD 26Q1-2900-gdf79404cd8, Yosys 0.63+post, stock flow scripts
make -C /OpenROAD-flow-scripts/flow DESIGN_CONFIG=/design/flow/config.mk WORK_HOME=/design/flow/orfs finish
==> impl_metrics.csv <==
group,metric,value,unit
outcome,outcome,"finished, final reports clean",
logic_synthesis,ys.flops,33,
power,power.net_switching,87.52,uW
final_timing,final-setup-viol-count,0,
power,p_per_area,254.3,nW/um^2
die,floorplan.die_area,5699,sq um
final_layout,area_delta_synth_final,12.90,%
logic_synthesis,post-synth-top-area-fraction,0.5097,
setup_path,worst-path-max-fanout,2,
logic_synthesis,syn_area_per_cell,11.17,sq um
setup_path,critPathMaxStageDelay,0.46,ns
drt,detail_route.wirelength,2.729,mm
clock_tree,numClockSinks,33,
drt,m1_wl,1.407,mm
clock_tree,clockBufferDepth,2,
power,p_leak,0.0008287,uW
drt,antenna_cells_inserted,0,
final_timing,fmax,445.8,MHz
global_routing,overflow,0,
placement,detailed_place_hpwl,1.809,mm
clock_tree,cts_setup_buffers,0,
power,netSwitchingFraction,0.1881,
global_routing,gr-usage-all-layers,0.1216,
setup_path,worst_setup_path_start_kind,"flip-flop",
setup_path,worstPathRequired,4.56,ns
global_routing,grt_start_max_net_pins,34,
final_layout,top_cells_excl_fill_tap,"sky130_fd_sc_hd__dfrtp_1, sky130_fd_sc_hd__xnor2_1, sky130_fd_sc_hd__nand4_1, sky130_fd_sc_hd__nand3_1, sky130_fd_sc_hd__nor2_1",
die,row_count,26,
drt,wl_met3,97,um
clock_tree,cts.root.buffer_cell,"sky130_fd_sc_hd__clkbuf_8",
power,clkPwrFrac,0.485,
die,ios,4,
final_timing,finalHoldViolations,0,
power,ir_drop,117.7,uV
final_timing,rsz0062_at_grt,"no",
final_timing,timing_worst_slew_pin_value,0.5965,ns
logic_synthesis,yosys.stat.chipArea,1620,sq um
final_layout,ff_latch_area,825.8,sq um
min_path,hold_class,"flip-flop to flip-flop",
final_timing,fin_skew,0.003566,ns
clock_tree,tritoncts,"done",
clock_tree,ctsHoldBuffers,0,
die,core_area,5140,sq um
logic_synthesis,synthCells,145,
logic_synthesis,synth_stat.cells,145,
drt,firstDrtPassIters,4,
setup_path,worstPathCellList,"clkdlybuf4s50_1",
power,power.total,465.2,uW
setup_path,cp_num_buf_inv,1,
logic_synthesis,ys_seq_share,0.5097,
setup_path,critPathCaptureType,"output port",
clock_tree,insertion_delay,0.28,ns
drt,post_detailed_route_count_of_antenna_violating_nets,0,
power,power.share.sequential,0.503,
placement,portBuffers,2,
flow_run,openroad.warnings,25,
final_timing,timing.final.crit_share,0.3936,
final_layout,post_route_cells_drive_above_1_share,0.09804,
logic_synthesis,dominant_cells_by_area_after_synthesis,"sky130_fd_sc_hd__dfrtp_1, sky130_fd_sc_hd__xnor2_1, sky130_fd_sc_hd__nand4_1, sky130_fd_sc_hd__nand3_1, sky130_fd_sc_hd__nor4_4",
die,chipWidth,75.49,um
final_timing,slew_headroom,0.5993,
logic_synthesis,yosys_warnings,2,
setup_path,timing.critical_path.slowest_stage_cell,"sky130_fd_sc_hd__clkdlybuf4s50_1",
final_timing,final.setup.tns,0,ns
setup_path,cpLargestDelayFamily,"buffers and inverters",
power,internal_power,377.7,uW
drt,routed-wl-met2,1.164,mm
setup_path,worstSetupPathType,"flip-flop to output port",
die,fp_util,0.3152,
flow_run,drv.max_cap_violation_count,0,
drt,viasPerCell,4.731,
final_layout,layout_top_cell,"sky130_fd_sc_hd__dfrtp_1",
drt,detail_route.wl_per_cell,12.24,um
final_timing,finalWorstPathRequiredPeriod,2.243,ns
logic_synthesis,synthesis.area,1620,sq um
clock_tree,cts_resized,0,
final_layout,logic_area,753.2,sq um
power,p_comb_frac,0.012,
clock_tree,cts-htree-levels,2,
logic_synthesis,synth_cell_type_count,27,
final_timing,drv_slew,0,
global_routing,grt_pass1_wl,5.106,mm
global_routing,grt_antenna_before_repair,0,
logic_synthesis,yosys.area.top_type,"sky130_fd_sc_hd__dfrtp_1",
die,die_y,75.49,um
drt,route.vias.total,1055,
final_layout,fin_util,0.3559,
drt,drtIter0Drc,35,
drt,highest-signal-layer,"met4",
clock_tree,cts_inserted_buffers,5,
global_routing,number_of_global_route_vias_before_repair,1074,
setup_path,critPathArrivalTime,1.10,ns
placement,place_congestion,0.8412,
final_layout,layout.filler_cells,531,
clock_tree,cts.reportedPaths.clkPinSlew,0.07,ns
drt,remaining_routing_drc_violations,0,
## synthesized netlist by cell type
cell                       number
sky130_fd_sc_hd__dfrtp_1       33
sky130_fd_sc_hd__xnor2_1       23
sky130_fd_sc_hd__nand3_1       13
sky130_fd_sc_hd__nand4_1       13
sky130_fd_sc_hd__nor2_1        12
sky130_fd_sc_hd__xor2_1         7
sky130_fd_sc_hd__and3_1         6
sky130_fd_sc_hd__inv_1          5
sky130_fd_sc_hd__nor3_1         5
sky130_fd_sc_hd__nand2_1        4
sky130_fd_sc_hd__nor4_1         4
sky130_fd_sc_hd__and2_1         3
sky130_fd_sc_hd__nor4_4         3
sky130_fd_sc_hd__a21oi_1        1
sky130_fd_sc_hd__and4_1         1
sky130_fd_sc_hd__buf_4          1
sky130_fd_sc_hd__buf_6          1
sky130_fd_sc_hd__clkbuf_1       1
sky130_fd_sc_hd__conb_1         1
sky130_fd_sc_hd__ha_1           1
sky130_fd_sc_hd__nand3_4        1
sky130_fd_sc_hd__nand4_2        1
sky130_fd_sc_hd__nor2b_1        1
sky130_fd_sc_hd__nor3_4         1
sky130_fd_sc_hd__nor4_2         1
sky130_fd_sc_hd__nor4b_1        1
sky130_fd_sc_hd__o21ba_1        1
## registers in the layout (all words and copies together) (netlist names)
name	cells
clk_out	1
counter2	32
## worst reg2reg max path: cells and delay by family, from the launching register on
kind                     cells  cell delay [ns]
AND/OR/NAND/NOR              3             0.97
flip-flops                   1             0.39
XOR/XNOR                     1             0.17
adder cells (fa/ha/maj)      1             0.21
## power groups by stage
stage         sequential (uW)  combinational (uW)  clock (uW)
global route              234                6.82         242
CTS                       234                6.05         228
finish                    234                5.55         226
## final cells by class
| cell class | count | share of cell area |
|---|---|---|
| Timing Repair Buffer | 3 | 0.01505 |
| Tap cell | 70 | 0.04788 |
| Clock inverter | 1 | 0.01642 |
| Sequential cell | 33 | 0.4514 |
| Inverter | 5 | 0.01026 |
| Multi-Input combinational cell | 104 | 0.4118 |
| Clock buffer | 7 | 0.04720 |
## kinds of logic after synthesis
| logic type | after synthesis | share of synthesized area |
|---|---|---|
| xor gates and xnor gates | 30 | 0.1622 |
| adders and majority gates | 1 | 0.007721 |
| AOI/OAI and AO/OA | 2 | 0.009264 |
| other | 1 | 0.002314 |
| and+or+nand+nor | 70 | 0.2834 |
| DFF | 33 | 0.5097 |
| buffers and inverters | 8 | 0.02548 |
## stage by stage
step	worst slack (ns)	area, sq um	hold slack [ns]	std cells
floorplan	3.841	1620	0.4204	145
global placement	3.767	1713	0.4544	215
finish	3.457	1829	0.4709	223
CTS	3.449	1829	0.4736	223
global route	3.412	1829	0.5078	223
detailed placement	3.759	1713	0.4607	215
## per-layer routing
layer / vias up / GRT usage
met4: 0 / 0.02675
met2: 14 / 0.1706
met5: - / 0
met1: 513 / 0.1990
li1: 521 / -
met3: 7 / 0.02815
## final timing paths
| path | startpoint | end | slack (ns) | cells past startpoint |
|---|---|---|---|---|
| worst max-delay path | clk_out | clk_out | 3.46 | 1 |
| worst min-delay path | clk_out | clk_out | 0.47 | 1 |
| worst max register to register | counter2[0] | counter2[24] | 3.85 | 5 |
| worst min register to register | clk_out | clk_out | 0.47 | 1 |
| max in group asynchronous | reset | counter2[12] | 4.17 | 3 |
| min in group asynchronous | reset | counter2[28] | 1.23 | 3 |
Power is estimated from default activity; no workload was simulated.
