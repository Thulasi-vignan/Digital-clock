## flow/config.mk

```make
export PLATFORM = sky130hd
export DESIGN_NAME = Bcd_7segment
export DESIGN_NICKNAME = Bcd_7segment
export VERILOG_FILES = /design/flow/design.v
export SDC_FILE = /design/flow/constraint.sdc
export NUM_CORES = 4
export LEC_CHECK = 1
export CORE_AREA = 10 10 70 70
export DIE_AREA = 0 0 80 80
```

## flow/constraint.sdc

```tcl
current_design Bcd_7segment

set clk_period 1.0
set clk_io_pct 0.2

create_clock -name clk0 -period $clk_period

set non_clock_inputs [all_inputs -no_clocks]
set_input_delay [expr $clk_period * $clk_io_pct] -clock clk0 $non_clock_inputs
set_output_delay [expr $clk_period * $clk_io_pct] -clock clk0 [all_outputs]
```

## flow/design.v

```verilog
`timescale 1ns / 1ps
module Bcd_7segment(input [3:0]a ,  output reg[6:0]y);
always@(*)begin 
    case(a)	    
        4'd0 : y = 7'b1000000;
        4'd1 : y = 7'b1111001;
        4'd2 : y = 7'b0100100;
        4'd3 : y = 7'b0110000;
        4'd4 : y = 7'b0011001;
        4'd5 : y = 7'b0010010;
        4'd6 : y = 7'b0000010;
        4'd7 : y = 7'b1111000;
        4'd8 : y = 7'b0000000;
        4'd9 : y = 7'b0011000;
        default : y=7'b0000000;
    endcase
   end
endmodule   
```

## flow/run.sh

```bash
#!/bin/bash
# OpenROAD 26Q1-2900-gdf79404cd8, Yosys 0.63+post, stock flow scripts
make -C /OpenROAD-flow-scripts/flow DESIGN_CONFIG=/design/flow/config.mk WORK_HOME=/design/flow/orfs finish
```

==> metrics.cfg <==
[critical_path]
crit_path_start_kind=primary input
critPathKind=in2out
crit_required_ns=0.80
path_cells=buf_8 -> buf_6 -> ha_4 -> mux2i_2 -> o22ai_2 -> buf_2
max_stage_delay_ns=0.16
path_buffers=3
crit_fanout=3
crit_arrival_ns=0.95
cp_top_family=buffers and inverters
cp_slowest_cell=mux2i_2
critPathCaptureType=output pin

[worst_hold_path]
hold_path.class=in2out

[synthesis]
syn_area_per_cell_sq_um=8.11
top_area_cell=ha_1
synth.most_common_cell=ha_1
ys_cells=25
syn_inst=25
ys_seq_share_pct=0
netlist_area_sq_um=203
top_cells_by_area=ha_1, mux2i_1, nand2b_4
ys_warn_count=1
common_cells=ha_1, inv_1, mux2i_1
yosys.stat.chipArea_sq_um=203
yosys.area.top_type_share_pct=37.0
synth.distinct_cells=12

[placed_design]
dpl.hpwl_um=576
numPortBuffers=11
gp_congestion=0.796

[power_and_ir_drop]
ir_drop_mv=0.0330
p_per_area_mw_per_mm2=313
leakagePower_nw=0.197
power.total_w=0.000151

[run_status]
violations=setup timing
status=finished with violations

[layout]
seq_area_sq_um=0
seq_cells=0
area_delta_synth_final_pct=138
clock_buffers=0
drive_above_1_share_pct=77.5

[floorplan]
fp_util_pct=5.93
die_h_um=80
dieArea_sq_mm=0.00640
ios=11
fp.coreArea_sq_mm=0.00342
num_rows=21
die_x_um=80

[route]
dr_total_vias=211
ant_nets=0
route.detailed.drc=0
wl_um=712
first_pass_iters=3
initialDrtViolationCount=4
vias_per_cell=2.45
wl_per_cell_um=8.28
antennaDiodeCount=0

[sta]
fin_ws_ns=-0.152
slew_headroom_pct=86.5
hold_violations=0
setup_viol_count_final=7
finalCritPeriodShare_pct=115
fin_crit_ns=1.15
max_freq_ghz=0.868
rsz0062_at_grt=true
worst_pin_slew_ns=0.202
slew_violations=0
fin_setup_tns_ns=-0.532

[run]
max_cap_viol_count=0
warnings=39

[grt]
grt_pass1_wl_mm=1.16
grt_remaining_overflow=0
grt_max_degree=9
antenna_found_initial=0
grt_pass1_vias=230
grt_use_total_pct=2.17

[clocking]
cts_hold_buf=0

final timing paths:
check,slack (ns),endpoint,depth (start not counted),start
setup / recovery,-0.15,y[3],6,a[0]
hold / removal,0.74,y[0],3,a[3]
layout make-up:
cell class                      count  area (sq um)
Multi-Input combinational cell     20           269
Inverter                            3          23.8
Timing Repair Buffer               17           131
Fill cell                         396          2930
Tap cell                           46          57.6
power by group:
part / switching (W) / leakage (nW) / internal (W)
sequential: 0 / 0 / 0
combinational: 0.0000677 / 0.197 / 0.0000828
clock: 0 / 0 / 0
per-layer routing:
| metal | part of all wire, % | wire [um] | GRT usage [%] |
|---|---|---|---|
| met5 | 0 | 0 | 0 |
| met4 | 0 | 0 | 0 |
| met3 | 0 | 0 | 0 |
| met2 | 68 | 486 | 5.14 |
| met1 | 32 | 226 | 1.98 |
kinds of logic after synthesis:
kind of cell	Yosys count	synth area share, %
compound gates	4	11.1
fa+ha+maj	6	37.0
mux	3	14.8
buf+inv	5	14.8
simple gates	7	22.2
repair_timing:
action                                  in CTS  in global routing
pin swaps                                   10                  6
endpoints found under the setup margin       7                  7
buffers inserted                             1                  0
hold endpoints to repair                     0                  0
gates resized                               66                  4
cell usage in the layout (no fill, tap or decap), drive strengths merged:
master,n
a21oi,2
buf,17
ha,6
inv,3
mux2i,3
nand2,1
nand2b,1
nor2,2
nor3b,1
o22ai,2
or2,2
stage by stage:
step	setup WS (ns)	hold WS, ns	cells	util, %	area, sq um
after CTS	-0.148	0.731	86	13.6	463
after global routing	-0.188	0.779	86	14.1	482
after global placement	-1.01	1.51	85	11.4	389
after floorplan	0.0764	0.510	25	-	203
after detailed placement	-1.03	1.51	85	11.4	389
final	-0.152	0.738	86	14.1	482
Power figures rest on the tool's default switching activity, not on a simulated workload.
