==> /design/flow/design.v <==
`timescale 1ns / 1ps
module digital_clock(
    input clk_1hz,reset,
    output reg [5:0]sec,min,
    output reg [4:0]hr
    );
    wire clk_out;
    always@(posedge clk_1hz or posedge reset) begin 
        if(reset)begin 
            sec <= 0;
            min <= 0;
            hr <= 0;
          end 
        else begin
        if(clk == 1'b1)
        	sec <= sec+1;
            if(sec == 59)begin 
                sec <=0 ;
                if(min <= 59)begin 
                    min <= 0;
                    if(hr == 23)begin 
                        hr <= 0;
                     end
                     else hr = hr + 1;
                  end else min = min + 1;
             end else sec = sec + 1;
         end                
    end
endmodule
==> /design/flow/run.sh <==
#!/bin/bash
# OpenROAD 26Q1-2900-gdf79404cd8, Yosys 0.63+post, stock flow scripts
make -C /OpenROAD-flow-scripts/flow DESIGN_CONFIG=/design/flow/config.mk WORK_HOME=/design/flow/orfs finish
==> /design/flow/config.mk <==
export PLATFORM = sky130hd
export DESIGN_NAME = digital_clock
export DESIGN_NICKNAME = digital_clock
export VERILOG_FILES = /design/flow/design.v
export SDC_FILE = /design/flow/constraint.sdc
export NUM_CORES = 4
export LEC_CHECK = 1
export CORE_AREA = 10 10 84 84
export DIE_AREA = 0 0 94 94
==> /design/flow/constraint.sdc <==
current_design digital_clock

set clk_period 1.9
set clk_io_pct 0.2

create_clock -name clk0 -period $clk_period [get_ports {clk_1hz}]

set non_clock_inputs [all_inputs -no_clocks]
set_input_delay [expr $clk_period * $clk_io_pct] -clock clk0 $non_clock_inputs
set_output_delay [expr $clk_period * $clk_io_pct] -clock clk0 [all_outputs]
==> results.ini <==
[final_timing]
fin_tns_setup_ps=0
maxSlewHeadroom=0.705
worst_pin_slew_ps=439
fmax_ghz=0.585
slew_viol_final=0
setup_ws_ps=190
rsz0062_at_grt=false
period_used_share=0.900
report.final.hold_viol_count=0
final-setup-viol-count=0
finClkSkew_ps=0.638
finalCriticalPeriod_ps=1710

[final_layout]
final_core_util=0.218
final_cell_mix=18 x clkdlybuf4s50_1, 17 x dfrtp_1, 6 x nand2_1, 5 x a22o_1
post_layout_nonfiller_instances=163
layout.area.comb_um2=364
seq_area_um2=425
fill_cells=575
final_layout_size_suffix_gt1_frac=0.118
lay_top_count=clkdlybuf4s50_1
area_growth_pct=38.6

[power_and_ir_drop]
p_leak_nw=0.469
swShare=0.188
p_per_area_nw_per_um2=559
intPower_uw=514
p_comb_frac=0.017
finalPower_uw=633
clockPowerShare=0.411
pwr-share-seq=0.572
max-vdd-ir-drop_mv=0.214
p_switching_uw=119

[logic_synthesis]
synth.cellmix.compoundShare=0.115
xor_share=0.0322
synthSimpleGateAreaFrac=0.182
ys_area_um2=817
top_cell_area_share=0.521
synth-seq-area-share=0.521
netlist_area_um2=817
flop_cell=dfrtp_1
synth.distinct_cells=28
ys_sh_adder=0.0459
top_logic_kind=simple AND/OR/NAND/NOR gates
synth-edff-count=0
ys_warn_count=2
numSynthFlops=17
largest_area_cell=dfrtp_1
ys_async_sr_fraction=1.00
muxShareOfSynthArea=0.0704
syn_inst=72
top_cells_by_area=dfrtp_1 52%, a22o_1 5.4%, ha_1 4.6%, mux2_2 2.8%, nand2_1 2.8%
ys_cells=72
syn_avg_cell_area_um2=11.3

[critical_path]
arrival_ps=1840
slowest_stage=dfrtp_1
crit_path_start_kind=flip-flop
cp_cell_sequence=ha_1 > nand4_4 > nor4_1 > mux2_2
crit_required_ps=2030
r2r_slack_ps=190
reg2reg_depth=4
max_stage_delay_ps=430
cp_max_fo=8
criticalPathCategory=flip-flop to flip-flop
cp-end-kind=flip-flop
r2r-start=sec[0]$_DFF_PP0_
rr_endpoint=hr[4]$_DFFE_PP0P_

[cts]
cts-buffers-inserted=3
htree_num_levels=1
cts_hold_buf=0
clkTransAtPathRegs_ps=60
post_cts_buffers=0
cts_tree=built
clockBufferDepth=2
clkLatencyLatePin_ps=240
root_buffer=clkbuf_8
clock-sinks=17
postCtsResizedCells=0

[route]
drt-met1-wl_um=805
ant_nets=0
drcViolationCount=0
routed.top_layer=met4
viasPerCell=3.68
n_antenna_cell=0
vias=600
drtIter0Drc=13
routed_wl_um=1730
dr_wl_met2_um=747
wl_met3_um=163
wl_per_cell_um=10.6
first_pass_iters=3

[global_route]
globalRouteOverflowTotal=0
grt_pass1_vias=616
grt_max_degree=18
antenna_found_initial=0
grt_pass1_wl_um=3150
globalRouteTotalUtil=0.0437

[floorplanning]
rows=26
die_w_um=94
die_y_um=94
chipArea_um2=8840
core-area_um2=5200
fp_util=0.157
num_io_pins=19

[placement]
gp_congestion=0.764
io_buffers=18
dpl.cell_count=159
pre_cts_slack_ps=199

[job]
warnings=25
max-cap-violations=0

[status]
status=finished, final reports clean

[min_path]
min_path_type=input port to asynchronous set/reset pin

power by group through the flow:
stage,sequential (mW),clock [mW],combinational [mW]
final,0.362,0.260,0.0106
after CTS,0.362,0.271,0.0112
after global routing,0.361,0.298,0.0129
Yosys cell counts, types with 2 or more instances:
library cell	number
dfrtp_1	17
nand2_1	6
a22o_1	5
inv_1	4
nor2_1	4
o21ai_0	4
ha_1	3
nand3_1	3
clkbuf_1	2
mux2_2	2
mux2i_1	2
nor4_1	2
o211ai_1	2
xor2_1	2
logic make-up after synthesis:
group | after synthesis
compound gates | 13
xor+xnor | 3
fa+ha+maj | 3
buf+inv | 7
flops | 17
mux | 5
simple gates | 24
metal layers:
layer,up-vias,global-route usage
met4,0,0.00253
met3,2,0.0218
li1,301,-
met2,13,0.0651
met5,-,0
met1,284,0.0585
worst max-delay path, delay by kind of cell (launching register included):
kind | cells | cell delay, ps
flip-flops | 1 | 430
adder cells (fa/ha/maj) | 1 | 320
AND/OR/NAND/NOR | 2 | 490
multiplexers | 1 | 360
final cells by class:
class                      instances  area share
inverter                           4      0.0133
clock buffer                       4      0.0398
multi-input combinational         48       0.322
timing repair buffer              20       0.172
sequential                        17       0.376
tap                               70      0.0773
metrics by stage:
stage | hold WS (ps) | area [um^2]
CTS | 453 | 1130
floorplan | 306 | 817
global route | 480 | 1130
global placement | 517 | 1090
detailed placement | 515 | 1090
finish | 449 | 1130
flip-flops by register name, summed over array words and instances (netlist names):
signal / count
hr: 5
min: 6
sec: 6
how the worst max path moves through the flow:
stage | end | from | depth (start not counted) | slack (ps)
6_report | hr[4]$_DFFE_PP0P_ | sec[0]$_DFF_PP0_ | 4 | 190
5_1_grt | hr[3]$_DFFE_PP0P_ | sec[0]$_DFF_PP0_ | 4 | 80
4_1_cts | hr[3]$_DFFE_PP0P_ | sec[0]$_DFF_PP0_ | 4 | 180
Power and IR drop assume default switching activity.
